===== design.v =====
module control (
    input reset_n,
    input clk,
    input [3:0] opcode,
    input [5:0] func_code,
    input [1:0] rs_ID,
    input [1:0] rt_ID,
    input [1:0] rd_EX,
    input [1:0] rt_EX,
    input [16-1:0] jmp_target,
    input [16-1:0] pc,
    input [16-1:0] pc_1_ID,
    input [16-1:0] BranchCond,
    input [16-1:0] br_target,
    input [16-1:0] fw_rf_read_data1,
    input RegWrite_EX,
    input RegWrite_MEM,
    input RegWrite_WB,
    input [1:0] dest_WB,
    input [1:0] dest_MEM,
    input [1:0] RegDst_EX,
    input MemRead_EX,
    input MemRead_MEM,
    input valid_inst_EX,
    input valid_inst_MEM,
    input valid_inst_WB,
    output [6-1:0] dep_code_rs,
    output [6-1:0] dep_code_rt,
    output [3-1:0] flush_code,
    output [9-1:0] EX_ctrl,
    output [2-1:0] MEM_ctrl,
    output [4-1:0] WB_ctrl,
    output [3-1:0] PCSrc,
    output isWWD
);
    assign EX_ctrl[8] = (!reset_n) ? 0 : Branch;
    assign EX_ctrl[7] = (!reset_n) ? 0 : ALUSrcA_reg;
    assign EX_ctrl[6] = (!reset_n) ? 0 : ALUSrcB_reg;
    assign EX_ctrl[5:5-3] = (!reset_n) ? 0 : ALUOp_reg;
    assign EX_ctrl[1:1-1] = (!reset_n) ? 0 : RegDst_reg;
    assign MEM_ctrl[1] = (!reset_n) ? 0 : MemWrite_reg;
    assign MEM_ctrl[0] = (!reset_n) ? 0 : MemRead_reg;
    assign WB_ctrl[3] = (!reset_n) ? 0 :
                                    (opcode == 4'd15) && (func_code == 6'd29) ? 1 : 0;
    assign WB_ctrl[2] = (!reset_n) ? 0 : isWWD;
    assign WB_ctrl[1] = (!reset_n) ? 0 : MemtoReg_reg;
    assign WB_ctrl[0] = (!reset_n) ? 0 : RegWrite_reg;
    assign isWWD = (!reset_n) ? 0 :
                    (func_code == 6'd28) ? 1 : 0;
    dep_detector dep_detector(
        .reset_n(reset_n),
        .rs_ID(rs_ID),
        .rt_ID(rt_ID),
        .rd_EX(rd_EX),
        .rt_EX(rt_EX),
        .opcode(opcode),
        .func_code(func_code),
        .RegWrite_EX(RegWrite_EX),
        .RegWrite_MEM(RegWrite_MEM),
        .RegWrite_WB(RegWrite_WB),
        .dest_WB(dest_WB),
        .dest_MEM(dest_MEM),
        .RegDst_EX(RegDst_EX),
        .MemRead_EX(MemRead_EX),
        .MemRead_MEM(MemRead_MEM),
        .valid_inst_EX(valid_inst_EX),
        .valid_inst_MEM(valid_inst_MEM),
        .valid_inst_WB(valid_inst_WB),
        .dep_code_rs(dep_code_rs),
        .dep_code_rt(dep_code_rt)
    );
    mispred_detector mispred_detector(
        .reset_n(reset_n),
        .jmp_target(jmp_target),
        .pc(pc),
        .pc_1_ID(pc_1_ID),
        .IsJtype(IsJtype),
        .BranchCond(BranchCond),
        .br_target(br_target),
        .Branch(Branch),
        .fw_rf_read_data1(fw_rf_read_data1),
        .JPRorJRL(JPRorJRL),
        .flush_code(flush_code)
    );
    wire JPRorJRL;
    assign JPRorJRL = (opcode == 4'd15) && ((func_code == 6'd25) || (func_code == 6'd26));
    wire IsJtype;
    assign IsJtype = (opcode == 4'd9) || (opcode == 4'd10);
    wire Branch;
    assign Branch = (!reset_n) ? 0 :
                    (0 <= opcode) && (opcode <= 4'b0011) ? 1 : 0;
    wire IsItype;
    assign IsItype = (!reset_n) ? 0 :
                    (0 <= opcode) && (opcode <= 4'b1000);
    reg ALUSrcA_reg;
    reg ALUSrcB_reg;
    reg [3:0] ALUOp_reg;
    reg [1:0] RegDst_reg;
    reg MemWrite_reg;
    reg MemRead_reg;
    reg MemtoReg_reg;
    reg RegWrite_reg;
    always @(*) begin
        if(!reset_n) begin
            ALUSrcA_reg = 0;
            ALUSrcB_reg = 0;
            ALUOp_reg = 0;
            RegDst_reg = 0;
            MemWrite_reg = 0;
            MemRead_reg = 0;
            MemtoReg_reg = 0;
            RegWrite_reg = 0;
        end
        if(reset_n) begin
            if((opcode == 4'd15) && (func_code != 6'd25) && (func_code != 6'd26) && (!isWWD)) begin
                ALUSrcA_reg = 0;
                ALUSrcB_reg = 0;
                ALUOp_reg = func_code[3:0];
                RegDst_reg = 2'b01;
                MemWrite_reg = 0;
                MemRead_reg = 0;
                MemtoReg_reg = 0;
                RegWrite_reg = 1;
            end
            else if(IsItype && (opcode != 4'd7) && (opcode != 4'd8) && (!Branch)) begin
                ALUSrcA_reg = 0;
                ALUSrcB_reg = 1;
                case(opcode)
                    4'd4 : begin
                        ALUOp_reg <= 0;  
                    end
                    4'd5 : begin
                        ALUOp_reg <= 4'b1000;  
                    end
                    4'd6 : begin
                        ALUOp_reg <= 4'b1001;  
                    end
                endcase
                RegDst_reg = 0;
                MemWrite_reg = 0;
                MemRead_reg = 0;
                MemtoReg_reg = 0;
                RegWrite_reg = 1;
            end
            else if(func_code == 6'd28) begin
                ALUSrcA_reg = 0;
                ALUOp_reg = 4'b1011;  
                MemWrite_reg = 0;
                MemRead_reg = 0;
                RegWrite_reg = 0;
            end
            else if(opcode == 4'd7) begin
                ALUSrcA_reg = 0;
                ALUSrcB_reg = 1;
                ALUOp_reg = 0;  
                RegDst_reg = 0;
                MemWrite_reg = 0;
                MemRead_reg = 1;
                MemtoReg_reg = 1;
                RegWrite_reg = 1;
            end
            else if(opcode == 4'd8) begin
                ALUSrcA_reg = 0;
                ALUSrcB_reg = 1;
                ALUOp_reg = 0;  
                MemWrite_reg = 1;
                MemRead_reg = 0;
                RegWrite_reg = 0;
            end
            else if(Branch) begin
                ALUSrcA_reg = 0;
                ALUSrcB_reg = 0;
                case(opcode)
                    4'd1 : begin
                        ALUOp_reg <= 4'b1100;  
                    end
                    4'd0 : begin
                        ALUOp_reg <= 4'b1101;  
                    end
                    4'd2 : begin
                        ALUOp_reg <= 4'b1010;  
                    end
                    4'd3 : begin
                        ALUOp_reg <= 4'b1110;  
                    end
                endcase
                MemWrite_reg = 0;
                MemRead_reg = 0;
                RegWrite_reg = 0;
            end
            else if(opcode == 4'd9) begin
                MemWrite_reg = 0;
                MemRead_reg = 0;
                RegWrite_reg = 0;
            end
            else if(opcode == 4'd10) begin
                RegDst_reg = 2'b10;
                ALUSrcA_reg = 1;
                ALUOp_reg = 4'b1011;  
                MemWrite_reg = 0;
                MemRead_reg = 0;
                RegWrite_reg = 1;
                MemtoReg_reg = 0;
            end
            else if(func_code == 6'd25) begin
                MemWrite_reg = 0;
                MemRead_reg = 0;
                RegWrite_reg = 0;
            end
            else if(func_code == 6'd26) begin
                ALUSrcA_reg = 1;
                ALUOp_reg = 4'b1011;  
                RegDst_reg = 2'b10;
                MemWrite_reg = 0;
                MemRead_reg = 0;
                RegWrite_reg = 1;
                MemtoReg_reg = 0;
            end
        end
    end
    assign PCSrc = (flush_code == 3'd0) ? 3'd0 :
                    (flush_code == 3'd1) ? 3'd2 :
                    (flush_code == 3'd2) ? 3'd1 :
                    (flush_code == 3'd3) ? 3'd4 : 3'd3; 
endmodule
module dep_detector (
    input reset_n,
    input [1:0] rs_ID,
    input [1:0] rt_ID,
    input [1:0] rd_EX,
    input [1:0] rt_EX,
    input [3:0] opcode,
    input [5:0] func_code,
    input RegWrite_EX,
    input RegWrite_MEM,
    input RegWrite_WB,
    input [1:0] dest_WB,
    input [1:0] dest_MEM,
    input [1:0] RegDst_EX,
    input MemRead_EX,
    input MemRead_MEM,
    input valid_inst_EX,
    input valid_inst_MEM,
    input valid_inst_WB,
    output [6-1:0] dep_code_rs,
    output [6-1:0] dep_code_rt
);
    wire use_rs;
    wire use_rt;
    wire IsItype;
    assign IsItype = (0 <= opcode) && (opcode <= 4'b1000);
    assign use_rs = ((opcode == 4'd15) && (opcode != 6'd29))  
                    || (IsItype && (opcode != 4'd6)) ? 1: 0; 
    assign use_rt = (opcode == 4'd0)  
                    || (opcode == 4'd1)
                    || (opcode == 4'd8)
                    || (func_code == 6'd0)
                    || (func_code == 6'd1)
                    || (func_code == 6'd2)
                    || (func_code == 6'd3) ? 1 : 0;
    assign dep_code_rs = (!reset_n) ? 0
                        : (((rs_ID == rd_EX) && use_rs && RegWrite_EX && (RegDst_EX == 2'b01))
                        || ((rs_ID == rt_EX) && use_rs && RegWrite_EX && (RegDst_EX == 0))
                        || ((rs_ID == 2'b10) && use_rs && RegWrite_EX && (RegDst_EX == 2'b10)))
                        && (!MemRead_EX) 
                        && (valid_inst_EX) ? 1  
                        : ((rs_ID == dest_MEM) && use_rs && RegWrite_MEM)
                        && (!MemRead_MEM) 
                        && (valid_inst_MEM) ? 2  
                        : ((rs_ID == dest_WB) && use_rs && RegWrite_WB) 
                        && (valid_inst_WB) ? 5  
                        : (((rs_ID == rd_EX) && use_rs && RegWrite_EX && (RegDst_EX == 2'b01))
                        || ((rs_ID == rt_EX) && use_rs && RegWrite_EX && (RegDst_EX == 0))
                        || ((rs_ID == 2'b10) && use_rs && RegWrite_EX && (RegDst_EX == 2'b10)))
                        && (MemRead_EX) 
                        && (valid_inst_EX) ? 3  
                        : ((rs_ID == dest_MEM) && use_rs && RegWrite_MEM)
                        && (MemRead_MEM)
                        && (valid_inst_MEM) ? 4  
                        : 0;
    assign dep_code_rt = (!reset_n) ? 0
                        : (((rt_ID == rd_EX) && use_rt && RegWrite_EX && (RegDst_EX == 2'b01))
                        || ((rt_ID == rt_EX) && use_rt && RegWrite_EX && (RegDst_EX == 0))
                        || ((rt_ID == 2'b10) && use_rt && RegWrite_EX && (RegDst_EX == 2'b10)))
                        && (!MemRead_EX)
                        && (valid_inst_EX) ? 1  
                        : ((rt_ID == dest_MEM) && use_rt && RegWrite_MEM)
                        && (!MemRead_MEM) 
                        && (valid_inst_MEM) ? 2  
                        : ((rt_ID == dest_WB) && use_rt && RegWrite_WB)
                        && (valid_inst_WB) ? 5  
                        : (((rt_ID == rd_EX) && use_rt && RegWrite_EX && (RegDst_EX == 2'b01))
                        || ((rt_ID == rt_EX) && use_rt && RegWrite_EX && (RegDst_EX == 0))
                        || ((rt_ID == 2'b10) && use_rt && RegWrite_EX && (RegDst_EX == 2'b10)))
                        && (MemRead_EX)
                        && (valid_inst_EX) ? 3  
                        : ((rt_ID == dest_MEM) && use_rt && RegWrite_MEM)
                        && (MemRead_MEM)
                        && (valid_inst_MEM) ? 4  
                        : 0;  
endmodule
module mispred_detector(
    input reset_n,
    input [16-1:0] jmp_target,
    input [16-1:0] pc,
    input [16-1:0] pc_1_ID,
    input IsJtype,
    input [16-1:0] BranchCond,
    input [16-1:0] br_target,
    input Branch,
    input [16-1:0] fw_rf_read_data1,
    input JPRorJRL,
    output [3-1:0] flush_code
);
    assign flush_code = ((IsJtype) && (jmp_target != pc)) ? 3'd1 :  
                        ((Branch) && (br_target != pc) && (BranchCond)) ? 3'd2 :  
                        (Branch && (pc != pc_1_ID) && (!BranchCond)) ? 3'd3 :  
                        (JPRorJRL && (fw_rf_read_data1 != pc)) ? 3'd4  
                        : 3'd0; 
endmodule

===== run.sh =====
#!/bin/bash
# OpenROAD 26Q1-2900-gdf79404cd8, Yosys 0.63+post, stock flow scripts
make -C /OpenROAD-flow-scripts/flow DESIGN_CONFIG=/design/flow/config.mk WORK_HOME=/design/flow/orfs finish

===== config.mk =====
export PLATFORM = sky130hd
export DESIGN_NAME = control
export DESIGN_NICKNAME = control
export VERILOG_FILES = /design/flow/design.v
export SDC_FILE = /design/flow/constraint.sdc
export NUM_CORES = 4
export LEC_CHECK = 1
export CORE_UTILIZATION = 40

===== constraint.sdc =====
current_design control

set clk_period 6.1
set clk_io_pct 0.2

create_clock -name clk0 -period $clk_period

set non_clock_inputs [all_inputs -no_clocks]
set_input_delay [expr $clk_period * $clk_io_pct] -clock clk0 $non_clock_inputs
set_output_delay [expr $clk_period * $clk_io_pct] -clock clk0 [all_outputs]

==> results.sh <==
# flow metrics
export IMPL_async_reset_ff_share_pct=0
export IMPL_ys_sh_mux_pct=0.4178
export IMPL_finalSetupViolations=0
export IMPL_rsz0062_at_grt="false"
export IMPL_crit_required_ps=4880
export IMPL_grt_max_degree=22
export IMPL_tightest_slew_ps=672.3
export IMPL_synthFlopType="dlxtn_1"
export IMPL_core_um2=5642
export IMPL_hp_class="in -> out"
export IMPL_max_freq_mhz=203.0
export IMPL_critPathLaunchType="input pin"
export IMPL_crit_arrival_ps=3710
export IMPL_finalWorstSetupSlack_ps=1175
export IMPL_cp_max_fo=21
export IMPL_path_class="in -> out"
export IMPL_grt_pass1_wl_mm=13.03
export IMPL_ir_drop_v=0.00004285
export IMPL_area_growth_pct=64.02
export IMPL_pre_cts_ws_ps=1173
export IMPL_powerDensity_nw_per_um2=56.19
export IMPL_via_count=2921
export IMPL_cp_end_kind="output pin"
export IMPL_drc=0
export IMPL_synthDistinctLibCells=64
export IMPL_dieHeight_um=79.40
export IMPL_final_max_slew_viol_count=0
export IMPL_synth_warnings=13
export IMPL_io_pins=164
export IMPL_drive_gt1_share_pct=3.789
export IMPL_path_cells="clkdlybuf4s50_1 -> a211oi_2 -> o21a_1 -> and2_1 -> a2111oi_2 -> clkdlybuf4s50_1"
export IMPL_tool_warnings=34
export IMPL_cpMostUsedCell="clkdlybuf4s50_1"
export IMPL_grt_pass1_vias=2830
export IMPL_avgSynthCellArea_um2=7.195
export IMPL_netlist_area_um2=2396
export IMPL_dp_hpwl_mm=7.016
export IMPL_lay_top_count="clkdlybuf4s50_1"
export IMPL_relSlewSlack_pct=55.04
export IMPL_power_leakage_nw=1.457
export IMPL_ys_cells=333
export IMPL_die_w_um=79.40
export IMPL_fillers=479
export IMPL_synthCells=333
export IMPL_cap_violations=0
export IMPL_synth_xor_area_share_pct=29.61
export IMPL_routed_wirelength_mm=8.072
export IMPL_path_buffers=2
export IMPL_io_buffer_count=157
export IMPL_edf_count=0
export IMPL_unclocked_pins=12
export IMPL_gp_congestion=0.9065
export IMPL_simple_gate_share_pct=36.76
export IMPL_hold_violations=0
export IMPL_finalSetupTns_ps=0
export IMPL_hold_buffers=0
export IMPL_gr_total_overflow=0
export IMPL_final_util_pct=69.66
export IMPL_logic_family="simple AND/OR/NAND/NOR gates"
export IMPL_fin_area_um2=3930
export IMPL_largest_reg_flops=4
export IMPL_ys_ff=12
export IMPL_num_rows=27
export IMPL_drt_iter0_drc=178
export IMPL_drt_pass1_iterations=4
export IMPL_wire_per_inst_um=14.76
export IMPL_critical_path_top_delay_family="buffers and inverters"
export IMPL_status="finished clean"
export IMPL_lay_top_cells="clkdlybuf4s50_1, xor2_1, nand2_1"
export IMPL_antennaDiodeCount=0
export IMPL_untimed_endpoints=12
export IMPL_ctsResizeCount=0
export IMPL_vias_per_cell=5.340
export IMPL_die_area_um2=6304
export IMPL_fp_utilization_pct=42.47
export IMPL_period_used_pct=80.74
export IMPL_dpl_instance_area_um2=3930
export IMPL_aoi_share_pct=17.70
export IMPL_grtUsageTotal_pct=26.28
export IMPL_cts_setup_buffers=0
export IMPL_ant_nets=0
export IMPL_yosys_stat_area_um2=2396
export IMPL_period_minus_slack_ps=4925
export IMPL_antenna_found_initial=0
export IMPL_ys_sh_adder_pct=0
export IMPL_slowest_delay_ps=900
export IMPL_slowest_stage="clkdlybuf4s50_1"
through the flow:
stage | hold WS (ps) | cells | total power [mW]
after floorplan | 2528 | 338 | 0.1015
after global placement | 3507 | 547 | 0.2178
after detailed placement | 3520 | 547 | 0.2205
after CTS | 3520 | 547 | 0.2214
after global routing | 3612 | 547 | 0.2398
final | 3508 | 547 | 0.2208
logic make-up after synthesis:
| family | Yosys count |
|---|---|
| other | 1 |
| AND-OR/OR-AND | 59 |
| multiplexers | 1 |
| AND/OR/NAND/NOR | 149 |
| latches | 12 |
| buffers and inverters | 30 |
| XOR/XNOR | 81 |
where the power goes:
group / switching (mW) / internal (mW) / leakage, nW / total (mW)
clock: 0 / 0 / 0 / 0
combinational: 0.0886 / 0.127 / 1.36 / 0.215
sequential: 0.000313 / 0.00529 / 0.0923 / 0.00560
synth_stat cells (all sizes together), types with 2 or more instances:
library cell | instances | area share (%)
nor3b | 3 | 0.94
or2 | 3 | 0.78
a21oi | 11 | 2.3
nand4bb | 3 | 2.1
clkbuf | 3 | 0.89
a2111oi | 2 | 0.99
o31a | 2 | 0.78
xnor2 | 27 | 9.9
dlxtn | 12 | 7.5
nand3 | 12 | 2.5
a21boi | 2 | 0.63
o41ai | 2 | 0.73
nor3 | 8 | 1.9
a2bb2oi | 2 | 0.73
o211ai | 6 | 1.9
and2 | 13 | 3.4
nor2b | 4 | 1.0
nand2b | 3 | 0.78
nand4 | 10 | 2.6
a221oi | 2 | 0.99
nand3b | 2 | 0.63
inv | 9 | 1.4
nor2 | 18 | 2.9
nor4bb | 2 | 0.84
a211oi | 4 | 1.5
a31oi | 4 | 1.0
nand2 | 32 | 5.3
or3 | 5 | 1.5
nor4 | 26 | 7.3
xor2 | 54 | 20
o21ai | 11 | 2.3
buf | 18 | 5.5
path summary, 6_finish.rpt:
kind / from / end / slack (ps) / cells after the start
setup / recovery: opcode[3] / dep_code_rt[2] / 1170 / 6
hold / removal: RegWrite_WB / dep_code_rs[2] / 3510 / 6
tightest hold or removal path, cell delays in order:
cell	delay, ps
clkdlybuf4s50_1	390
nand2_1	70
nor3_1	70
nor2_1	90
nor4bb_1	50
clkdlybuf4s50_1	390
per-layer routing:
metal | wire length (µm) | global-route usage [%] | vias to the layer above | share of wire (%)
li1 | - | - | 1479 | -
met1 | 3328 | 32.84 | 1304 | 41
met2 | 3933 | 47.67 | 125 | 49
met3 | 655 | 4.756 | 13 | 8.1
met4 | 155 | 4.000 | 0 | 1.9
met5 | 0 | 0 | - | 0
final cells by class:
cell class                      count  area, µm²  area share (%)
Inverter                            9      33.78          0.8596
Sequential cell                    12      180.2           4.585
Multi-Input combinational cell    296       2047           52.09
Tap cell                           72      90.09           2.292
Timing Repair Buffer              158       1579           40.18
Power and IR drop assume default switching activity.
